## flow/design.v

```verilog
module ALU(A, B, ALUop, Result);
input [3:0] A, B;
input [1:0] ALUop;  
output reg [3:0] Result;
always @(*) begin 
    case (ALUop)
        2'b00: Result = A + B;
        2'b01: Result = A - B;
        2'b10: Result = A & B;
        2'b11: Result = A | B;
        default: Result = 4'b0000;
    endcase
end
endmodule
module CPU (clk, reset, pc_out, alu_result);
input clk;
input reset;
output [7:0] pc_out;
output [3:0] alu_result;
wire [1:0] alu_op;
wire [15:0] instruction;
reg [3:0] A, B;
reg [3:0] reg_result;
InstructionMemory IM (
    .addr(pc_out),
    .instruction(instruction)
);
ControlUnit CU (
    .opcode(instruction[15:12]),
    .reg_write(),
    .mem_read(),
    .mem_write(),
    .alu_op(alu_op)
);
ALU myALU (
    .A(A),
    .B(B),
    .ALUop(alu_op),
    .Result(alu_result)
);
ProgramCounter myPC (
    .clk(clk),
    .reset(reset),
    .pc_in(pc_out + 1),
    .pc_out(pc_out)
);
always @(posedge clk or posedge reset) begin
    if (reset) begin
        A <= 4'b0100;  
        B <= 4'b0001;
        reg_result <= 4'b0000;
    end else begin
        case (instruction[15:12])  
            4'b0001: begin  
                A <= A;
                B <= B;
                reg_result <= alu_result;
            end
            4'b0011: begin  
                A <= reg_result;
                B <= B;
                reg_result <= alu_result;
            end
            4'b0100: begin  
                A <= reg_result;
                B <= B;
                reg_result <= alu_result;
            end
            default: begin
                A <= A;
                B <= B;
                reg_result <= reg_result;
            end
        endcase
    end
end
endmodule
module ControlUnit(opcode, reg_write, mem_read, mem_write, alu_op);
input [3:0] opcode;
output reg reg_write;
output reg mem_read;
output reg mem_write;
output reg [1:0] alu_op;
always @(*) begin 
    case (opcode)
        4'b0001: begin  
            reg_write = 1;
            mem_read = 0;
            mem_write = 0;
            alu_op = 2'b00;
        end
        4'b0011: begin  
            reg_write = 1;
            mem_read = 0;
            mem_write = 0;
            alu_op = 2'b01;
        end
        4'b0100: begin  
            reg_write = 1;
            mem_read = 0;
            mem_write = 0;
            alu_op = 2'b10;
        end
        default: begin 
            reg_write = 0;
            mem_read = 0;
            mem_write = 0;
            alu_op = 2'b00;
        end 
    endcase
end 
endmodule
module InstructionMemory (addr, instruction);
input [7:0] addr;
output reg [15:0] instruction;
reg [15:0] memory [0:255];  
initial begin 
    memory[0] = 16'b0001_0000_0001_0010;  
    memory[1] = 16'b0011_0010_0010_0000;  
    memory[2] = 16'b0100_0010_0011_0000;  
end
always @(*) begin 
    instruction = memory[addr];
end
endmodule
module ProgramCounter (clk, reset, pc_in, pc_out);
input clk, reset;
input [7:0] pc_in;  
output reg [7:0] pc_out;  
always @(posedge clk or posedge reset) begin 
    if (reset)
        pc_out <= 8'b0;
    else 
        pc_out <= pc_in;
end
endmodule
```

## flow/run.sh

```bash
#!/bin/bash
# OpenROAD 26Q1-2900-gdf79404cd8, Yosys 0.63+post, stock flow scripts
make -C /OpenROAD-flow-scripts/flow DESIGN_CONFIG=/design/flow/config.mk WORK_HOME=/design/flow/orfs finish
```

## flow/config.mk

```make
export PLATFORM = sky130hd
export DESIGN_NAME = CPU
export DESIGN_NICKNAME = CPU
export VERILOG_FILES = /design/flow/design.v
export SDC_FILE = /design/flow/constraint.sdc
export NUM_CORES = 4
export LEC_CHECK = 1
export CORE_AREA = 10 10 77 77
export DIE_AREA = 0 0 87 87
```

## flow/constraint.sdc

```tcl
current_design CPU

set clk_period 3.2
set clk_io_pct 0.2

create_clock -name clk0 -period $clk_period [get_ports {clk}]

set non_clock_inputs [all_inputs -no_clocks]
set_input_delay [expr $clk_period * $clk_io_pct] -clock clk0 $non_clock_inputs
set_output_delay [expr $clk_period * $clk_io_pct] -clock clk0 [all_outputs]
```

==> run notes <==
Implementation results. The flow ran to the end, and the final reports show no timing, DRC or antenna violations. Headroom to the max-slew limit came out at 58.5%. In this run the remaining antenna-violating nets after routing total 0. The critical path is of the reg2out type. The final report lists the setup-violating endpoint count as 0. In this run the worst path has a maximum fanout of 6. Total routed wirelength landed at 1700 um. Utilization after layout landed at 24.6%. Number of warnings in the stage logs landed at 28. Core utilization at floorplan landed at 18.8%. Count of warnings emitted by yosys landed at 6. The required time at the worst endpoint is listed as 2560 ps. The die is 87 um wide. Initial antenna violation count landed at 0. Number of DRC violations after detailed-routing iteration 0 landed at 42. Layout-stage area growth over the synthesis result landed at 30.9%. Summed over all failing endpoints, the final setup total negative slack is 0 ps. Count of unresolved DRC violations after routing landed at 0. For this run the aggregate overflow at the end of global routing stands at 0. STA classifies the critical path startpoint as a flop.

Wire length of the first global-routing pass landed at 2890 um. Row generation in the floorplan step produced 24 rows. Per the cell usage report, the commonest logic cell in the layout is sky130_fd_sc_hd__dfrtp_1. Number of filler cells placed in the layout landed at 436. Pin count of the biggest net entering global routing landed at 17. Synthesis instantiated 25 different standard cells from the library. Counting flops and latches in the post-synthesis netlist gives 16. Across the routed clock network, the largest skew measured is 6.90 ps. Derived from the worst setup path, the maximum achievable clock frequency is 327 MHz. Multi-input combinational cell area landed at 388 um2. For the worst reg-to-reg path, the endpoint reported by OpenROAD is reg_result[2]$_DFFE_PP0P_.

After technology mapping, the gate count stands at 72. Total clock buffers created by CTS landed at 3. In this design, the stage delay of the slowest critical-path cell is 460 ps. Leakage component of the power landed at 0.000470 uW. The routed design shows a via density per instance of 3.90. For this run, the total global-route usage over all layers was measured as 4.67%. Routed length per instance landed at 12.1 um. Setup repair after global routing left no endpoint under its margin.

Hold analysis lists the worst path endpoint as myPC.pc_out[7]$_DFF_PP0_. For flop-to-flop paths, the worst setup slack is 1460 ps. The tree is rooted in a sky130_fd_sc_hd__clkbuf_8. I/O pin total landed at 14. Share of cells above drive strength 1 landed at 18.0%.

Fraction of the yosys area taken by sequential cells landed at 49.2%. The OpenROAD report gives the critical path a data arrival time of 2420 ps. Buffers placed on the I/O ports in this run total 13.

The number of setup buffers added after CTS is 0. The number of cells reported by Yosys stat comes to 72. Summed over all nets, the half-perimeter wirelength after detailed placement is 1250 um. TritonCTS built the clock tree. The type recorded for the worst min-delay path is reg2reg. Max-cap violations in this run came to 0. The report lists the cells along the critical path as ha_1, xor2_1, ha_1, a21oi_1, xnor2_1, mux2_2, clkdlybuf4s50_1. Area of the placeable core landed at 0.00435 mm2. Total number of clock tree sinks landed at 16.

Fraction of the cycle the final worst path needs landed at 95.5%. Broken down by cell family, the worst path's largest delay share belongs to flip-flops. Sequential standard cell area landed at 402 um2.

Total power consumption of the routed design landed at 387 uW. In this run the VDD rail shows a maximum IR drop of 0.000108 V. Max-slew check failures listed in the final report amount to 0. In this run the number of H-tree levels came out at 1.

The report gives the cell count of the worst hold path as 1. Shortest clock period the worst path allows after layout landed at 3060 ps. Together, buffers and inverters on the worst path number 1.

The worst hold path begins at myPC.pc_out[7]$_DFF_PP0_. For this run, the chip area from Yosys synthesis comes to 817 um2. The top cell types in the final layout, fill and taps aside, are sky130_fd_sc_hd__dfrtp_1 (15), sky130_fd_sc_hd__clkdlybuf4s50_1 (13), sky130_fd_sc_hd__xnor2_1 (7). Number of cells traversed by the worst register-to-register path landed at 7. The average instance in the mapped netlist occupies 11.3 um2. The timing report shows the most common cell along the critical path to be sky130_fd_sc_hd__ha_1. The number of global-route vias before repair was 591. Clock-pin slew on the worst setup and hold paths landed at 60 ps. Transition time at the pin with the least slew margin landed at 622 ps. The critical path's slowest stage uses the library cell sky130_fd_sc_hd__dfrtp_1. Counting endpoints that fail hold in the final report gives 0. After synthesis the cells add up to 817 um2. For this design the ratio of total power to cell area is 362 mW/mm2. Die area landed at 0.00757 mm2.

The longest clock path from root to sink contains 2 buffers. Count of vias placed by the detailed router landed at 550. Number of iterations in the first detailed-routing pass landed at 3. The launch point of the worst register-to-register path is recorded as myPC.pc_out[0]$_DFF_PP0_.

Y dimension of the die landed at 87 um. The repair_antennas step left the layout with diodes totalling 0. Insertion delay to the later sink of the worst-skew pair landed at 250 ps.

Placer's final routability congestion estimate landed at 0.737. The worst setup path is captured at an output port.
[flip-flops by register name, indices dropped and copies added (netlist names)]
name	cells
A	4
myPC.pc_out	8
reg_result	4
[timing repair]
| item | 4_1_cts | 5_1_grt |
|---|---|---|
| hold buffers | 0 | 0 |
| endpoints found under the setup margin | 0 | 1 |
| resized | 0 | 1 |
[cells in the mapped netlist]
cell type	count	area [um2]
sky130_fd_sc_hd__nand2_1	4	15.0
sky130_fd_sc_hd__xnor2_1	7	61.3
sky130_fd_sc_hd__nor2_1	4	15.0
sky130_fd_sc_hd__inv_1	4	15.0
sky130_fd_sc_hd__nor3_2	1	10.0
sky130_fd_sc_hd__mux2_2	5	56.3
sky130_fd_sc_hd__nor4b_2	1	15.0
sky130_fd_sc_hd__o31ai_2	1	12.5
sky130_fd_sc_hd__xor2_1	3	26.3
sky130_fd_sc_hd__buf_4	1	7.51
sky130_fd_sc_hd__nor3_1	2	10.0
sky130_fd_sc_hd__dfrtp_1	15	375
sky130_fd_sc_hd__a21oi_1	2	10.0
sky130_fd_sc_hd__nand4_1	1	6.26
sky130_fd_sc_hd__nor2b_1	2	12.5
sky130_fd_sc_hd__o21ai_0	1	5.00
sky130_fd_sc_hd__o21ai_1	2	10.0
sky130_fd_sc_hd__a211oi_1	1	7.51
sky130_fd_sc_hd__o2bb2ai_1	1	8.76
sky130_fd_sc_hd__nand3_1	5	25.0
sky130_fd_sc_hd__nand4bb_1	1	11.3
sky130_fd_sc_hd__ha_1	5	62.6
sky130_fd_sc_hd__o21a_1	1	7.51
sky130_fd_sc_hd__dfstp_2	1	26.3
sky130_fd_sc_hd__buf_2	1	5.00
[power breakdown]
part	switching, uW	total [uW]	internal [uW]
clock network	70.2	179	109
registers	0	202	202
logic	4.03	5.17	1.14
total	74.2	387	313
[final cells by class]
cell class	count	share of cell area (%)
well taps	52	6.08
clock buffers	4	5.15
inverters	4	1.40
flip-flops and latches	16	37.5
repair buffers	15	13.6
multi-input cells	50	36.3
[per-layer routing]
layer	share of wire [%]	global-route usage, %	wire length (um)
met2	48	7.40	824
met3	5.2	1.70	89
met5	0	0	0
met4	0.65	0.736	11
met1	46	6.08	775
[stage by stage]
stage / hold slack [ps] / cells / setup WS [ps] / instance area (um2)
finish: 477 / 141 / 144 / 1070
detailed placement: 472 / 137 / 408 / 1010
global route: 513 / 141 / 46.6 / 1070
CTS: 480 / 141 / 103 / 1070
global placement: 477 / 137 / 424 / 1010
floorplan: 424 / 72 / 561 / 817
[worst max path at each step]
stage	from	to	cells past startpoint
global route	myPC.pc_out[0]$_DFF_PP0_	alu_result[2]	7
finish	myPC.pc_out[0]$_DFF_PP0_	alu_result[2]	7
CTS	myPC.pc_out[1]$_DFF_PP0_	alu_result[2]	8
[cells by family (layout without fill, tap and decap cells)]
group | count (synthesis) | in the layout | share of synthesized area, %
flip-flops | 16 | 16 | 49.2
adder cells (fa/ha/maj) | 5 | 5 | 7.66
XOR/XNOR | 10 | 10 | 10.7
AND-OR/OR-AND | 9 | 9 | 7.50
buffers and inverters | 6 | 23 | 3.37
multiplexers | 5 | 5 | 6.89
AND/OR/NAND/NOR | 21 | 21 | 14.7
Power and IR drop assume default switching activity.
